### design/flow/config.mk
export PLATFORM = sky130hd
export DESIGN_NAME = game_sevenseg
export DESIGN_NICKNAME = game_sevenseg
export VERILOG_FILES = /design/flow/design.v
export SDC_FILE = /design/flow/constraint.sdc
export NUM_CORES = 4
export LEC_CHECK = 1
export CORE_AREA = 10 10 94 94
export DIE_AREA = 0 0 104 104
### design/flow/constraint.sdc
current_design game_sevenseg

set clk_period 3.0
set clk_io_pct 0.2

create_clock -name clk0 -period $clk_period [get_ports {clk}]

set non_clock_inputs [all_inputs -no_clocks]
set_input_delay [expr $clk_period * $clk_io_pct] -clock clk0 $non_clock_inputs
set_output_delay [expr $clk_period * $clk_io_pct] -clock clk0 [all_outputs]
### design/flow/design.v
module game_sevenseg(
 input clk, reset,
 input [3:0] mole_location, 
 input a1, b1, c1, d1, e1, f1, g1,  
 input [31:0] advance,
 input level_mode,
 input [3:0] an_thou, an_hund, an_tens, an_ones,
 output A, B, C, D, E, F, G, 
 output [3:0] anode_EN
 );
reg [16:0] counter;
always @ (posedge clk or posedge reset)
begin
	if(reset)
		counter <= 0;
	else
		counter <= counter + 1;
end 
reg [6:0] output_temp;  
reg [3:0] display_temp;
reg [3:0] number_to_display;
always @ (*)
begin
	if(level_mode == 0)
	begin
	case(counter[15:14])
		2'b00:  
		begin
			if(mole_location == 4'b1110)
			begin
				output_temp = {g1,f1,e1,d1,c1,b1,a1};
			end
			else
			begin
				output_temp = 7'b0111111;  
			end
			display_temp = 4'b1110;
		end
		2'b01:  
		begin
			if(mole_location == 4'b1101)
			begin
				output_temp = {g1,f1,e1,d1,c1,b1,a1};
			end
			else
			begin
				output_temp = 7'b0111111;
			end
			display_temp = 4'b1101;
		end
		2'b10:  
		begin
			if(mole_location == 4'b1011)
			begin
				output_temp = {g1,f1,e1,d1,c1,b1,a1};
			end
			else
			begin
				output_temp = 7'b0111111;
			end
			display_temp = 4'b1011;
		end
		2'b11:  
		begin
			if(mole_location == 4'b0111)
			begin
				output_temp = {g1,f1,e1,d1,c1,b1,a1};
			end
			else
			begin
				output_temp = 7'b0111111;
			end
			display_temp = 4'b0111;
		end
		default:
		begin
			output_temp = 7'b0111111;
			display_temp = 4'b0111;
		end
	endcase
	end 
	else
	begin
		case (counter[15:14])
			2'b00:
			begin
				display_temp = 4'b1110;
				number_to_display = an_ones;
			end
			2'b01:
			begin
				display_temp = 4'b1101;
				number_to_display = an_tens;
			end
			2'b10:
			begin
				display_temp = 4'b1011;
				number_to_display = an_hund;
			end
			2'b11:
			begin
				display_temp = 4'b0111;
				number_to_display = an_thou;
			end
			default:
			begin
				display_temp = 4'b0000;
				number_to_display = 4'b1111;
			end
		endcase
		case(number_to_display)
			4'd0:
				output_temp = 7'b1000000;
			4'd1:
				output_temp = 7'b1111001;
			4'd2:
				output_temp = 7'b0100100;
			4'd3:
				output_temp = 7'b0110000;
			4'd4:
				output_temp = 7'b0011001;
			4'd5:
				output_temp = 7'b0010010;
			4'd6:
				output_temp = 7'b0000010;
			4'd7:
				output_temp = 7'b1111000;
			4'd8:
				output_temp = 7'b0000000;
			4'd9:
				output_temp = 7'b0010000;
			default:
				output_temp = 7'b0111111;
		endcase
	end 
end
assign anode_EN = display_temp;
assign {G,F,E,D,C,B,A} = output_temp;
endmodule 
### design/flow/run.sh
#!/bin/bash
# OpenROAD 26Q1-2900-gdf79404cd8, Yosys 0.63+post, stock flow scripts
make -C /OpenROAD-flow-scripts/flow DESIGN_CONFIG=/design/flow/config.mk WORK_HOME=/design/flow/orfs finish
==> results.sh <==
# implementation run metrics
export IMPL_critPathRequiredTime_ps=2400
export IMPL_worst_slew_pin_slew_ps=603.9
export IMPL_clock_root_buffer="clkbuf_8"
export IMPL_dp_cells=259
export IMPL_cts_buffers_inserted=3
export IMPL_row_count=30
export IMPL_biggestRegsByFlops="counter x16"
export IMPL_top_cell_area_share=0.3524
export IMPL_holdCritStartpoint="counter[0]"
export IMPL_registers_top_by_ff_count="counter"
export IMPL_synth_flop_count=16
export IMPL_grtUsageTotal=0.05748
export IMPL_yosys_stat_cells=116
export IMPL_syn_inst=116
export IMPL_r2r_cells=4
export IMPL_post_route_cells_drive_above_1_share=0.2312
export IMPL_post_synth_instance_area_um2=1136
export IMPL_numClockSinks=16
export IMPL_clkTransAtPathRegs_ps=60
export IMPL_synthTopCellsByArea="dfrtp_1 35%, mux4_2 7.9%, xnor2_1 7.7%, ha_1 4.4%, nand2b_1 3.3%"
export IMPL_crit_arrival_ps=2370
export IMPL_worst_setup_path_start_kind="input port"
export IMPL_crit_fanout=2
export IMPL_die_area_um2=10820
export IMPL_fillerInstances=726
export IMPL_worst_skew_pair_late_latency_ps=250
export IMPL_drt_first_pass_iters=4
export IMPL_wire_per_inst_um=11.98
export IMPL_dr_first_iter_drc_count=25
export IMPL_globalplace_congestion=0.7982
export IMPL_slew_headroom=0.5970
export IMPL_placeableCoreArea_um2=6832
export IMPL_postRouteAntennaNets=0
export IMPL_cts_hold_buffers=0
export IMPL_grt_start_max_net_pins=17
export IMPL_yosys_stat_chipArea_um2=1136
export IMPL_final_cell_area_um2=1893
export IMPL_remaining_design_rule_violation_count=0
export IMPL_outcome="completed"
export IMPL_first_global_vias=1034
export IMPL_common_cells="16 x dfrtp_1, 10 x xnor2_1"
export IMPL_timing_rr_start="counter[6]"
export IMPL_holdPathEnd="counter[0]"
export IMPL_final_setup_worst_slack_ps=25.28
export IMPL_largest_register_ffs=16
export IMPL_yosys_warnings=1
export IMPL_regToRegEndpoint="counter[15]"
export IMPL_floorplanUtilization=0.1663
export IMPL_avgViaCountPerCell=3.955
export IMPL_count_of_warning_messages_emitted_by_the_tools=60
export IMPL_cp_startpoint="an_ones[0]"
export IMPL_ctsLongestPathBuffers=2
export IMPL_fp_dieW_um=104
export IMPL_r2r_slack_ps=1690
export IMPL_fin_crit_ps=2975
export IMPL_leakagePower_nw=0.8012
export IMPL_timing_final_hold_violations=0
export IMPL_fin_util=0.2771
export IMPL_maxCapViolations=0
export IMPL_timing_clock_skew_ps=4.160
export IMPL_io_pins=73
export IMPL_final_setup_viol_count=0
export IMPL_postSynth_asyncResetShare=1.000
export IMPL_dpl_cell_area_um2=1718
export IMPL_tritoncts_clock_tree="built"
export IMPL_netlist_top_cell_by_instances="dfrtp_1"
export IMPL_via_count=1064
export IMPL_power_per_cell_area_nw_per_um2=271.4
export IMPL_finalMaxSlewViolations=0
export IMPL_critPathKind="input port to output pin"
export IMPL_worstHoldPathType="register to register"
export IMPL_first_pass_grt_wire_length_mm=5.244
export IMPL_io_buffer_count=40
export IMPL_seq_area_frac_synth=0.3524
export IMPL_insertedDiodeCount=0
export IMPL_total_power_uw=513.7
export IMPL_setup_tns_final_ps=0
export IMPL_placement_setup_worst_slack_ps=-304.9
export IMPL_dominantRegCellSynth="dfrtp_1"
export IMPL_syn2layout_area_growth_pct=66.63
export IMPL_syn_avg_cell_area_um2=9.794
export IMPL_finalHoldWorstSlack_ps=437.4
export IMPL_maxClockFrequency_mhz=336.2
export IMPL_period_used=0.9916
export IMPL_critPathCaptureType="output pin"
export IMPL_detailed_place_hpwl_mm=2.444
export IMPL_stdcell_count=269
export IMPL_edff_count_synth=0
export IMPL_chipHeight_um=104
export IMPL_globalRoute_totalOverflow=0
export IMPL_hold_depth=1
export IMPL_synth_cell_types=38
export IMPL_finalWirelength_mm=3.222
export IMPL_h_tree_levels=1
export IMPL_max_vdd_ir_drop_mv=0.1545
export IMPL_largest_area_cell="dfrtp_1"
export IMPL_initial_antenna_violation_count=0
==> worst max-delay path by stage <==
stage | to | depth (start not counted)
CTS | F | 7
finish | D | 8
global route | D | 8
==> critical path, stage by stage <==
cell and delay, ps:
clkdlybuf4s50_1 400, mux4_2 500, inv_2 80, buf_4 110, ha_4 190, o21a_1 190, o21ai_1 120, clkdlybuf4s15_1 190
==> logic make-up after synthesis <==
logic type               Yosys count  synth area share
AND-OR/OR-AND                     25            0.1498
buffers and inverters             11           0.04515
flip-flops                        16            0.3524
multiplexers                       4           0.07930
AND/OR/NAND/NOR                   42            0.2214
adder cells (fa/ha/maj)            4           0.04405
XOR/XNOR                          14            0.1079
==> layout by cell type (no fill, tap or decap), drive strengths merged, types with 2 or more instances in the layout <==
master	count
clkdlybuf4s50	25
buf	19
dfrtp	16
xnor2	10
dlygate4sd2	8
nand2	6
nand3	6
nand2b	6
inv	6
nand4	5
a21oi	5
o21ai	5
xor2	4
mux4	4
clkbuf	4
dlymetal6s2s	4
ha	4
and2	3
nor2	3
a211oi	3
o21a	3
and4	2
nand3b	2
nand4b	2
o211ai	2
clkdlybuf4s15	2
or2	2
==> timing repair <==
item | CTS | global route
setup buffers | 4 | 2
setup endpoints to repair | 7 | 5
resized | 27 | 9
pin swaps | 6 | 2
==> power by group <==
part,switching [mW],internal (mW),leakage [nW]
clock,0.0679,0.116,0.0288
sequential,0,0.216,0.214
combinational,0.0412,0.0725,0.559
==> routing by layer <==
metal,GRT usage,wire [um]
met5,0,0
met4,0.002982,10
met3,0.02068,214
met2,0.08514,1361
met1,0.08230,1636
==> final cells by class <==
class                   count  area [um^2]  share of cell area
multi-input cells          89        749.5              0.3959
inverters                   6        22.52             0.01190
repair buffers             58        545.5              0.2882
clock buffers               4        55.05             0.02908
well taps                  96        120.1             0.06345
flip-flops and latches     16        400.4              0.2115
Power is estimated from default activity; no workload was simulated.
