==> flow/design.v <==
module game_clock(input clk, input reset, output clk1);
reg [23:0] counter;
reg temp_clock;
always @ (posedge clk or posedge reset)
begin
	if(reset)
	begin
		counter <= 0;
		temp_clock <= 0;
	end
	else
	begin
		if(counter == 10000)
		begin
			temp_clock <= ~temp_clock;
			counter <= 0;
		end
		else
			counter <= counter + 1;
	end
end
assign clk1 = temp_clock;
endmodule 
==> flow/run.sh <==
#!/bin/bash
# OpenROAD 26Q1-2900-gdf79404cd8, Yosys 0.63+post, stock flow scripts
make -C /OpenROAD-flow-scripts/flow DESIGN_CONFIG=/design/flow/config.mk WORK_HOME=/design/flow/orfs finish
==> flow/config.mk <==
export PLATFORM = sky130hd
export DESIGN_NAME = game_clock
export DESIGN_NICKNAME = game_clock
export VERILOG_FILES = /design/flow/design.v
export SDC_FILE = /design/flow/constraint.sdc
export NUM_CORES = 4
export LEC_CHECK = 1
export CORE_UTILIZATION = 30
==> flow/constraint.sdc <==
current_design game_clock

set clk_period 5.0
set clk_io_pct 0.2

create_clock -name clk0 -period $clk_period [get_ports {clk}]

set non_clock_inputs [all_inputs -no_clocks]
set_input_delay [expr $clk_period * $clk_io_pct] -clock clk0 $non_clock_inputs
set_output_delay [expr $clk_period * $clk_io_pct] -clock clk0 [all_outputs]
==> summary.rpt <==
FLOW METRICS REPORT
----------------------------------------------------
[Synthesis]
  Simple-gate area share of the yosys netlist ........................ 25.7%
  Average footprint of a synthesized cell ........................ 10.9 µm²
  Netlist Area Pre-Place ........................ 0.00117 mm²
  Yosys synthesis warning count ........................ 1
  Complex-gate fraction of the synthesized area ........................ 0%
  Library cells used by synthesis ........................ 18
  Portion of netlist area occupied by mux cells ........................ 0%
  Chip area line of the yosys report ........................ 0.00117 mm²
  Xor-xnor portion of the synthesized cell area ........................ 17.2%
  Sequential cell area fraction in the yosys report ........................ 53.4%
  Post-synthesis share of cell area spent on full adders, half adders and majority gates ........................ 2.13%
  Synthesized netlist cell count ........................ 108
  Largest combinational cell category by area ........................ simple AND/OR/NAND/NOR gates
  # Cells Yosys ........................ 108
  Synthesized flop and latch total ........................ 25

[Power and ir drop]
  Clock power share ........................ 36.4%
  Share of power burned in combinational logic ........................ 1.6%
  Internal power summed over all cells ........................ 0.000259 W
  Switch share ........................ 20.5%
  Post-layout total power ........................ 0.000326 W
  Cell area power density ........................ 249 mW/mm²
  Net switching power ........................ 0.0000667 W
  Leakage Power ........................ 0.576 nW
  Seq pwr share ........................ 62.0%
  Peak supply drop ........................ 155 µV

[Worst setup path]
  Data required time of the critical path ........................ 4000 ps
  R2R setup slack ........................ 3000 ps
  Cell-by-cell listing of the critical path ........................ clkdlybuf4s50_1
  Levels on crit path ........................ 1
  Count of cells along the worst register-to-register path ........................ 5
  Highest cell delay on the worst timing path ........................ 460 ps
  CP Launch Type ........................ flip-flop
  Cell family with most CP delay ........................ buffers and inverters
  Largest fanout on the critical path ........................ 2
  Crit path to ........................ clk1
  Slowest-stage cell, CP ........................ sky130_fd_sc_hd__clkdlybuf4s50_1
  Critical path buffers and inverters ........................ 1
  CP Capture Type ........................ output pin
  Worst setup path startpoint ........................ temp_clock$_DFFE_PP0N_
  Data arrival, critical path ........................ 1090 ps
  Beginning of the worst register-to-register path ........................ counter[0]$_DFF_PP0_
  Worst Path Class, Setup ........................ flip-flop to output pin
  Worst reg2reg endpoint ........................ counter[1]$_DFF_PP0_

[Layout]
  Fraction of layout instances using a drive strength above 1 ........................ 6.96%
  Final core utilization ........................ 35.2%
  Most frequent cells in the layout ........................ sky130_fd_sc_hd__dfrtp_1, sky130_fd_sc_hd__xnor2_1, sky130_fd_sc_hd__nor2_1
  Area of all placed cells without fillers ........................ 0.00131 mm²
  Area growth syn-to-layout ........................ 11.4%
  Most common cell after layout, fill and taps aside ........................ sky130_fd_sc_hd__dfrtp_1

[Clock network]
  Post CTS Setup Buffer Count ........................ 0
  Clock latency (worst-skew pair) ........... 270 ps
  Post-cts sizing count ........................ 0
  CTS Sinks ........................ 25
  Hold-fix buffer count after cts ........................ 0
  Clock Root Buffer ........................ sky130_fd_sc_hd__clkbuf_8
  CTS Buf Count ........................ 3
  H-Tree Level Count ........................ 1
  Clock tree buffer depth ........................ 2
  CTS clk-pin slew, worst paths ........................ 80 ps
  Clock tree from TritonCTS ........................ done

[Die]
  Core area ........................ 0.00372 mm²
  Horizontal die size ........................ 64.5 µm
  Number of top-level pins ........................ 3
  Cell row count ........................ 22
  Floorplan-stage core utilization ........................ 31.5%
  Total die area ........................ 0.00416 mm²
  Floorplan die height ........................ 64.5 µm

[Timing]
  Endpoints failing setup ........................ 0
  Slack of the critical path ........................ 2910 ps
  Clock Skew ........................ 2.84 ps
  Time the worst path needs with I/O delays and setup ........................ 2090 ps
  Slew Limit Fails ........................ 0
  Setup TNS after final layout ........................ 0 ps
  Final hold vios ........................ 0
  Measured slew at the worst slew-check pin ........................ 655 ps
  Slew margin rel. ........................ 56.0%
  Highest Clock Rate ........................ 478 MHz
  Ratio of final minimum period to clock period ........................ 41.8%
  RSZ-0062 raised after global routing ........................ no

[Drt]
  Total wire length after detailed routing ........................ 1900 µm
  Starting DRT DRC Count ........................ 10
  Number of detailed-routing iterations run before antenna repair ........................ 4
  Vias per cell ........................ 4.71
  Post-route DRC violation count ........................ 0
  WL/cell ........................ 11.7 µm
  Via count ........................ 767
  Number of nets with antenna violations after routing ........................ 0
  Number of diodes ........................ 0

[Global route]
  Largest net degree at the start of global routing ........................ 15
  M3 GR Usage ........................ 1.96%
  Global Route met2 Usage ........................ 16.8%
  GR Util All Layers ........................ 10.9%
  Global-route track usage on met1 ........................ 16.6%
  Overflow after GRT ........................ 0
  Vias in the first global route ........................ 795
  First-pass GRT wire length ........................ 3470 µm
  Busiest layer in global routing ........................ met2
  Initial antenna violation count ........................ 0

[Placement]
  Placed wire-length estimate after detailed placement ........................ 1420 µm
  Area post-placement ........................ 0.00126 mm²
  Worst slack at placement ........................ 3010 ps
  Gp weighted congestion ........................ 0.875
  Port buffer count ........................ 2

[Flow run]
  OpenROAD warning count ........................ 26
  Total of max-cap violations ........................ 0

[Min path]
  Worst Hold Class ........................ flip-flop to flip-flop

[Run status]
  Run status ........................ complete, no violations

----------------------------------------------------
## synth_stat cells
master	count	area, µm²
sky130_fd_sc_hd__and2_1	2	12.5
sky130_fd_sc_hd__and2b_2	1	8.76
sky130_fd_sc_hd__and3_1	2	12.5
sky130_fd_sc_hd__and4_1	1	8.76
sky130_fd_sc_hd__dfrtp_1	25	626
sky130_fd_sc_hd__ha_1	2	25.0
sky130_fd_sc_hd__inv_1	5	18.8
sky130_fd_sc_hd__nand2_1	9	33.8
sky130_fd_sc_hd__nand3_1	5	25.0
sky130_fd_sc_hd__nand4_1	9	56.3
sky130_fd_sc_hd__nor2_1	11	41.3
sky130_fd_sc_hd__nor3_1	5	25.0
sky130_fd_sc_hd__nor4_1	4	25.0
sky130_fd_sc_hd__nor4_4	1	21.3
sky130_fd_sc_hd__nor4b_1	2	17.5
sky130_fd_sc_hd__or4b_4	1	13.8
sky130_fd_sc_hd__xnor2_1	17	149
sky130_fd_sc_hd__xor2_1	6	52.6
## kinds of logic after synthesis
logic type,count (synthesis)
DFF,25
buffers and inverters,5
adders and majority gates,2
xor gates and xnor gates,23
and+or+nand+nor,53
## state kept, by name, indices dropped and copies added (netlist names)
register,cells
counter,24
temp_clock,1
## layout make-up
type | count | area [µm²]
tap | 48 | 60.1
inverter | 5 | 18.8
fill | 374 | 2410
timing repair buffer | 3 | 27.5
multi-input combinational | 78 | 528
sequential | 25 | 626
clock inverter | 1 | 5.00
clock buffer | 3 | 41.3
## power by group through the flow
stage / Clock [W] / Sequential [W] / Combinational [W]
final: 0.000119 / 0.000202 / 0.00000505
after CTS: 0.000123 / 0.000202 / 0.00000540
after global routing: 0.000133 / 0.000202 / 0.00000617
## how the worst min path moves through the flow
| stage | from | endpoint | cells past startpoint |
|---|---|---|---|
| after global routing | temp_clock$_DFFE_PP0N_ | temp_clock$_DFFE_PP0N_ | 1 |
| after CTS | temp_clock$_DFFE_PP0N_ | temp_clock$_DFFE_PP0N_ | 1 |
| final | temp_clock$_DFFE_PP0N_ | temp_clock$_DFFE_PP0N_ | 1 |
## layer usage
| metal | wire length (µm) | share of wire, % | vias up |
|---|---|---|---|
| li1 | - | - | 388 |
| met1 | 957 | 50 | 366 |
| met2 | 881 | 46 | 11 |
| met3 | 38 | 2.0 | 2 |
| met4 | 27 | 1.4 | 0 |
| met5 | 0 | 0 | - |
## per-stage QoR
step	cells	hold WS, ps
2_1_floorplan	108	420
3_3_place_gp	159	460
3_5_place_dp	159	462
4_1_cts	163	477
5_1_grt	163	500
6_report	163	473
Power and IR drop assume default switching activity.
